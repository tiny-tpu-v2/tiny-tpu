[/design/flow/design.v]
`timescale 1ns/1ps
`default_nettype none
module mnist_jtag_mmio #(
    parameter integer PIXELS = 784,
    parameter integer PIXEL_ADDR_WIDTH = 10,
    parameter [31:0] IMAGE_BASE_ADDR = 32'h00000100
) (
    input wire clk,
    input wire rst,
    input wire [31:0] avs_address,
    input wire avs_read,
    input wire avs_write,
    input wire [31:0] avs_writedata,
    input wire [3:0] avs_byteenable,
    output reg [31:0] avs_readdata,
    output reg avs_readdatavalid,
    output wire avs_waitrequest,
    input wire busy_in,
    input wire done_in,
    input wire [3:0] prediction_in,
    input wire [PIXEL_ADDR_WIDTH - 1:0] pixel_addr_in,
    output reg [15:0] pixel_data_out,
    output reg start_pulse_out,
    output reg frame_loaded_out,
    output reg done_sticky_out,
    output reg write_while_busy_out,
    output reg [3:0] prediction_latched_out
);
    localparam [31:0] CTRL_WORD_ADDR = 32'h00000000;
    localparam [31:0] STATUS_WORD_ADDR = 32'h00000001;
    localparam [31:0] RESULT_WORD_ADDR = 32'h00000002;
    localparam [31:0] VERSION_WORD_ADDR = 32'h00000003;
    localparam [31:0] IMAGE_BASE_WORD_ADDR = IMAGE_BASE_ADDR[31:2];
    localparam [31:0] IMAGE_LAST_WORD_ADDR = IMAGE_BASE_WORD_ADDR + PIXELS - 1;
    localparam [31:0] VERSION_VALUE = 32'h4D4E4953;   
    reg [PIXELS - 1:0] frame_bits;
    reg [31:0] read_data_next;
    wire [31:0] word_addr;
    integer clear_index;
    integer pixel_index;
    function pixel_bit_from_write;
        input [31:0] data;
        input [3:0] byteenable;
        begin
            pixel_bit_from_write = 1'b0;
            if (byteenable[0]) begin
                pixel_bit_from_write = data[0];
            end else if (byteenable[1]) begin
                pixel_bit_from_write = data[8];
            end else if (byteenable[2]) begin
                pixel_bit_from_write = data[16];
            end else if (byteenable[3]) begin
                pixel_bit_from_write = data[24];
            end
        end
    endfunction
    assign word_addr = avs_address[31:2];
    assign avs_waitrequest = 1'b0;
    always @(*) begin
        read_data_next = 32'h00000000;
        if (word_addr == CTRL_WORD_ADDR) begin
            read_data_next[0] = 1'b0;
            read_data_next[1] = 1'b0;
            read_data_next[2] = 1'b0;
            read_data_next[3] = 1'b0;
        end else if (word_addr == STATUS_WORD_ADDR) begin
            read_data_next[0] = busy_in;
            read_data_next[1] = done_sticky_out;
            read_data_next[2] = frame_loaded_out;
            read_data_next[3] = write_while_busy_out;
        end else if (word_addr == RESULT_WORD_ADDR) begin
            read_data_next[3:0] = prediction_latched_out;
        end else if (word_addr == VERSION_WORD_ADDR) begin
            read_data_next = VERSION_VALUE;
        end else if (word_addr >= IMAGE_BASE_WORD_ADDR && word_addr <= IMAGE_LAST_WORD_ADDR) begin
            read_data_next[0] = frame_bits[word_addr - IMAGE_BASE_WORD_ADDR];
        end
    end
    always @(*) begin
        pixel_data_out = 16'h0000;
        if (pixel_addr_in < PIXELS && frame_bits[pixel_addr_in]) begin
            pixel_data_out = 16'h0100;
        end
    end
    always @(posedge clk or posedge rst) begin
        if (rst) begin
            frame_bits <= {PIXELS{1'b0}};
            start_pulse_out <= 1'b0;
            frame_loaded_out <= 1'b0;
            done_sticky_out <= 1'b0;
            write_while_busy_out <= 1'b0;
            prediction_latched_out <= 4'd0;
            avs_readdata <= 32'h00000000;
            avs_readdatavalid <= 1'b0;
        end else begin
            start_pulse_out <= 1'b0;
            avs_readdatavalid <= avs_read;
            if (avs_read) begin
                avs_readdata <= read_data_next;
            end
            if (done_in) begin
                done_sticky_out <= 1'b1;
                prediction_latched_out <= prediction_in;
            end
            if (avs_write) begin
                if (word_addr == CTRL_WORD_ADDR) begin
                    if (avs_byteenable[0] && avs_writedata[0] && frame_loaded_out && !busy_in) begin
                        start_pulse_out <= 1'b1;
                        done_sticky_out <= 1'b0;
                    end
                    if (avs_byteenable[0] && avs_writedata[1]) begin
                        for (clear_index = 0; clear_index < PIXELS; clear_index = clear_index + 1) begin
                            frame_bits[clear_index] <= 1'b0;
                        end
                        frame_loaded_out <= 1'b0;
                        done_sticky_out <= 1'b0;
                        prediction_latched_out <= 4'd0;
                        write_while_busy_out <= 1'b0;
                    end
                    if (avs_byteenable[0] && avs_writedata[2]) begin
                        done_sticky_out <= 1'b0;
                    end
                    if (avs_byteenable[0] && avs_writedata[3]) begin
                        write_while_busy_out <= 1'b0;
                    end
                end else if (word_addr >= IMAGE_BASE_WORD_ADDR && word_addr <= IMAGE_LAST_WORD_ADDR) begin
                    pixel_index = word_addr - IMAGE_BASE_WORD_ADDR;
                    if (busy_in) begin
                        write_while_busy_out <= 1'b1;
                    end else begin
                        frame_bits[pixel_index] <= pixel_bit_from_write(avs_writedata, avs_byteenable);
                        frame_loaded_out <= 1'b1;
                        done_sticky_out <= 1'b0;
                    end
                end
            end
        end
    end
endmodule
[/design/flow/run.sh]
#!/bin/bash
# OpenROAD 26Q1-2900-gdf79404cd8, Yosys 0.63+post, stock flow scripts
make -C /OpenROAD-flow-scripts/flow DESIGN_CONFIG=/design/flow/config.mk WORK_HOME=/design/flow/orfs finish
[/design/flow/config.mk]
export PLATFORM = sky130hd
export DESIGN_NAME = mnist_jtag_mmio
export DESIGN_NICKNAME = mnist_jtag_mmio
export VERILOG_FILES = /design/flow/design.v
export SDC_FILE = /design/flow/constraint.sdc
export NUM_CORES = 4
export LEC_CHECK = 1
export CORE_UTILIZATION = 50
[/design/flow/constraint.sdc]
current_design mnist_jtag_mmio

set clk_period 5.5
set clk_io_pct 0.2

create_clock -name clk0 -period $clk_period [get_ports {clk}]

set non_clock_inputs [all_inputs -no_clocks]
set_input_delay [expr $clk_period * $clk_io_pct] -clock clk0 $non_clock_inputs
set_output_delay [expr $clk_period * $clk_io_pct] -clock clk0 [all_outputs]
==> notes.md <==
The run has ended; figures from its reports follow.

The run finished, with violations left. The checks that failed: setup timing. The slew at the pin closest to its max-slew limit came out at 1.140 ns. The worst-case clock skew is 0.03511 ns. Post-synth the commonest register cell is dfrtp_1.

By count the netlist is led by o21ai_0 (870), dfrtp_1 (798), mux4_2 (520), o211ai_1 (520), clkbuf_1 (431). The number of cells in the yosys synthesis report is 4444. The final setup slack of the worst path came out at -0.1400 ns.

The design draws 0.01352 W. The footprint of the multi-input gates came out at approximately 27000 um2. The post-synthesis cell type with the largest instance count is o21ai_0. The detail route stage leaves a number of antenna-violating nets equal to 0. STA lists the maximum fanout along the critical path as 8. The max-capacitance violation count came out at 0. The fraction of layout instances using a drive strength above 1 came out at 26.30%. Per the synth stats, the proportion of register bits with asynchronous set or reset is 100.0%. The residual overflow from global routing came out at 0.

The overall routed net length is 207.4 mm. The worst hold path begins at frame_bits[0]. The iteration-0 DRC count of the detailed router came out at 4046.

The part of the Yosys area used for sequential elements came out at just over 40%. The summed instance area of the synthesized netlist came out at 49200 um2. The min-delay analysis places its worst path in the category reg2reg.

Global routing consumed, on the met1 layer, 58.99% of the routing resources. The number of global-route vias before repair came out at 43613. The buffering stage count on the worst path with inverters included came out at 5.

The worst register-to-register path begins at frame_bits[192]. The number of antenna violations at the first check in global routing is 11. The routed layout has about 43000 vias. The family with the most delay on the worst path is multiplexers. The cell with the largest stage delay on the worst path is mux4_2. Summed over all cells, the static leakage comes to 22.10 nW.

The library cell appearing most often on the critical path is mux4_2. The worst ir drop on vdd is 0.3620 mV. The critical path arrival came out at 4.54 ns. According to the floorplan report, the placeable core area is 97140 um2. In this run, CTS created clock tree buffers numbering ~92.

The global-route wire length before repair came out at 305.0 mm. Warnings raised by the tools during the run amount to roughly 81. STA classifies the critical path startpoint as an input pin. The finished layout holds approximately 5900 standard cells, fillers aside. The normalized max-slew margin came out at 23.70%. Each instance of the synthesized netlist takes up on average 11.07 um2. By area the synthesized netlist is led by dfrtp_1 (41%), mux4_2 (24%), o21ai_0 (8.8%), o211ai_1 (7.9%), clkbuf_1 (3.3%). Synthesis inferred 798 register bits. Dividing the detail-routed via count by the number of cells gives 7.358. The area fraction of the dominant cell type after synthesis came out at 40.59%.

TritonCTS built the clock tree. The clock insertion delay at the later pin of the skew report came out at 0.71 ns. The final critical-path required period is 5.640 ns. Summed over all nets, the half-perimeter wirelength after detailed placement is 136.8 mm. The number of I/O pins came out at 146. The final-report max-slew violation count is 0.

The setup path with the least slack is of type in2out. The filler cell count came out at slightly below 8000. Per the CTS log, the root buffer master is clkbuf_16. Setup repair after global routing could not meet its margin everywhere. The area occupied by registers came out at 19970 um2. After floorplanning, the core was divided into 114 placement rows. The number of cells after detailed placement came out at ~5700. The maximum number of pins on one net before global-route repair came out at between 100 and 150. The required time of the worst setup path came out at 4.40 ns. The number of buffers added on ports is 87. STA classifies the critical path endpoint as an output port.

The placer congestion estimate is 1.054. The H-tree depth came out at 3. The peak-usage layer in the global routing report is met2. The peak per-stage delay on the critical path is 0.67 ns.

The die outline width came out at 315.7 um. Listed in order, past its start point the critical path passes buf_16 -> buf_16 -> buf_6 -> buf_6 -> mux4_2 -> mux4_2 -> mux4_2 -> mux4_2 -> mux4_2 -> buf_2. The warning count from the yosys run is 1. The largest total area in the synthesized netlist belongs to dfrtp_1. In the global route stage, overall resource usage came out at 45.68%. The unique cell type count in the Yosys netlist is approximately 76. At the floorplan stage, the core utilization is reported as around half.

Global routing consumed, on the met2 layer, 59.48% of the routing resources. The post-route DRC violation count came out at 0. Before antenna repair, the detailed router went through 6 iterations. The area growth from synthesis to final layout came out at 16.40%.

The most critical setup path has its startpoint at pixel_addr_in[0]. The clock transition time at the flip-flop clock pins of the worst setup and hold paths is 0.05 ns. The CTS sink count came out at 798. The detailed-route wire length per cell came out at 35.31 um. The Yosys chip area is 49200 um2.

The area enclosed by the die boundary came out at between 90000 and 100000 um2. The highest clock rate this design can be run at is between 0.15 and 0.2 GHz. The period utilization is 102.5%. The ratio of total power to cell area is 236.1 nW/um2. The floorplan die height is 315.7 um. Endpoints with negative setup slack in the final report add up to 1.

The synthesized instance count is 4444. The met3 track utilization from global routing came out at 32.25%. The maximum buffer depth of the clock tree came out at 3. The number of failing hold endpoints at the final stage is 0. Counting flops with a built-in enable in the synthesized netlist gives 0.
[flip-flops by register name (all words and copies together) (netlist names)]
register,count
prediction_latched_out,4
frame_loaded_out,1
avs_readdatavalid,1
avs_readdata,5
frame_bits,784
write_while_busy_out,1
done_sticky_out,1
start_pulse_out,1
[repair_timing]
| action | in CTS | in global routing |
|---|---|---|
| pin swaps | 0 | 1 |
| gates cloned | 3 | 1 |
| resized | 15 | 5 |
| endpoints found under the setup margin | 1 | 101 |
| hold buffers | 0 | 0 |
| setup buffers | 2 | 0 |
[where the power goes]
| part | switching, W | total (W) | internal, W |
|---|---|---|---|
| combinational | 0.000841 | 0.00125 | 0.000410 |
| clock | 0.00264 | 0.00639 | 0.00375 |
| sequential | 0.00000366 | 0.00588 | 0.00588 |
| total | 0.00348 | 0.0135 | 0.0100 |
[kinds of logic after synthesis]
kind of cell / after synthesis / share of synthesized area [%]
compound gates: 1750 / 22.48
other cells: 1 / 0.007622
xor+xnor: 38 / 0.6765
simple gates: 708 / 6.899
mux: 531 / 24.03
fa+ha+maj: 7 / 0.1780
buf+inv: 611 / 5.147
flops: 798 / 40.59
[tightest hold or removal path, cell delays in order, from the launching register on]
cell,delay (ns)
dfrtp_1,0.37
nand2_1,0.06
nand2_1,0.05
[placed cells by master (no fill, tap or decap), types with 14 or more instances in the layout]
| cell type | n |
|---|---|
| o311ai_0 | 83 |
| nand4_1 | 27 |
| mux4_2 | 520 |
| xnor2_1 | 26 |
| clkbuf_16 | 94 |
| a41oi_1 | 53 |
| nor3_1 | 58 |
| a31oi_1 | 51 |
| clkbuf_1 | 19 |
| nor4_1 | 56 |
| nand2_1 | 242 |
| nand3_1 | 53 |
| o31ai_1 | 23 |
| o2bb2ai_1 | 33 |
| o21ai_1 | 14 |
| nor2_1 | 141 |
| buf_4 | 331 |
| nand2_2 | 20 |
| a21oi_1 | 26 |
| inv_1 | 25 |
| diode_2 | 21 |
| buf_12 | 93 |
| a31o_2 | 29 |
| clkbuf_8 | 24 |
| conb_1 | 31 |
| o21ai_0 | 870 |
| clkdlybuf4s50_1 | 76 |
| dfrtp_1 | 798 |
| o211ai_1 | 520 |
| or3_1 | 16 |
[final cells by class]
cell class                      count  area share [%]
Multi-Input combinational cell   3065           47.06
Sequential cell                   798           34.87
Timing Repair Buffer              521           9.598
Clock buffer                      136           4.765
Tap cell                         1276           2.788
Clock inverter                     28          0.6467
Inverter                           27          0.1835
Antenna cell                       21         0.09176
[routing by layer]
layer	vias to the layer above	wire length, um
met4	8	12920
met3	667	35780
met1	21678	70950
met5	-	266
li1	17811	-
met2	3041	87450
[path summary, 6_finish.rpt]
check                                    end  slack (ns)  cells after the start
setup / recovery           pixel_data_out[8]       -0.14                     10
hold / removal                 frame_bits[0]        0.51                      2
setup reg to reg             avs_readdata[0]        2.11                      7
hold reg to reg                frame_bits[0]        0.51                      2
max in group asynchronous  avs_readdatavalid        3.12                      4
min in group asynchronous    frame_bits[553]        0.90                      2
[metrics by stage]
stage	hold slack, ns	worst slack [ns]	TNS [ns]	cell area, um2	util [%]
6_report	0.5095	-0.1400	-0.1400	57270	58.96
5_1_grt	0.5270	-0.1311	-0.1311	57230	58.92
4_1_cts	0.5093	-0.05445	-0.05445	57170	58.86
3_5_place_dp	0.4944	-0.4936	-199.22	53930	55.52
3_3_place_gp	0.4867	-0.4615	-191.03	53930	55.52
2_1_floorplan	0.4499	-6.553	-5229.10	49340	-
No activity file was given, so power comes from the tool's default toggle rates.
